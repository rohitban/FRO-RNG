$ cat config.mk
export PLATFORM = sky130hd
export DESIGN_NAME = piso_reg
export DESIGN_NICKNAME = piso_reg
export VERILOG_FILES = /design/flow/design.v
export SDC_FILE = /design/flow/constraint.sdc
export NUM_CORES = 4
export LEC_CHECK = 1
export CORE_AREA = 10 10 70 70
export DIE_AREA = 0 0 80 80
$ cat constraint.sdc
current_design piso_reg

set clk_period 1.3
set clk_io_pct 0.2

create_clock -name clk0 -period $clk_period [get_ports {clk}]

set non_clock_inputs [all_inputs -no_clocks]
set_input_delay [expr $clk_period * $clk_io_pct] -clock clk0 $non_clock_inputs
set_output_delay [expr $clk_period * $clk_io_pct] -clock clk0 [all_outputs]
$ cat design.v
module pipo_reg
  #(WIDTH = 8)
   (input logic [WIDTH-1:0] D,
    input logic load, clk, clr,
    output logic [WIDTH-1:0] Q);
    always_ff @(posedge clk) begin
      if (clr)
        Q <= 'd0;
      else if (load)
        Q <= D;
    end
endmodule: pipo_reg
module piso_reg
  #(WIDTH = 8)
   (input logic  [WIDTH-1:0] D,
    input logic  load, shift, clk, clr,
    output logic [WIDTH-1:0] Q,
    output logic out);
    assign out = Q[0];
    always_ff @(posedge clk) begin
      if (clr)
        Q <= 'd0;
      else if (load)
        Q <= D;
      else if (shift)
        Q <=  Q >> 1 | 1'b0;
    end      
endmodule: piso_reg
module sipo_reg
  #(WIDTH = 8)
   (input logic  d_in, clk, clr, en,
    output logic [WIDTH-1:0] Q);
    logic [WIDTH-1:0]        D;
    always_ff @(posedge clk) begin
     if (en & ~clr)
      Q <= {d_in, Q[WIDTH-1:1]};
     else if (clr)
      Q <= 'b0;
    end
endmodule: sipo_reg
module alt_counter
  #(WIDTH = 8)
   (input logic en, clr, clk,
    output logic [WIDTH-1:0] Q);
    logic [WIDTH-1:0]        Qup;
    always_ff @(posedge clk) begin
      if (clr)
        Q <= 'b0;
      else if (en)
        Q <= Qup;
    end  
    assign Qup = Q + 1'd1;
endmodule: alt_counter
module mux
  (input logic D0, D1, sel,
   output logic Y);
   always_comb begin
     if(sel)
       Y = D1;
     else
       Y = D0;
     end
endmodule: mux
module flip_flop
    #(parameter id=0)
    (input logic clk, rst_b,
     input logic d,
     output logic q);
    always_ff@(posedge clk, negedge rst_b)
        if(~rst_b)
          q <= 0;
        else
          q <= d;
endmodule: flip_flop
module inv_clk
    #(parameter num_inv=7) 
    (input  logic rst_b,
     output logic clk);
    logic enable;
    assign enable = rst_b;
    logic [num_inv:0] inv_out ;
    assign inv_out[0] = enable&clk;
    generate
    genvar i;
    for(i=1;i<=num_inv;i++) begin: CHAIN
      not n_gen(inv_out[i],inv_out[i-1])  ;
    end
    endgenerate
    assign clk = inv_out[num_inv];
endmodule: inv_clk
module counter
    #(parameter w=2)
    (input logic clk,rst_b,
     input logic clr, inc,
     output logic [w-1:0] count);
    always_ff@(posedge clk, negedge rst_b)
      if(~rst_b)
        count <= 'd0;
      else if(clr)
        count <= 'd0;
      else if(inc)
        count <= count+'d1;
endmodule: counter
module register
  #(parameter w=1)
  (input  logic         clk, rst_b,
   input  logic [w-1:0] d,
   input  logic         ld, clr,
   output logic [w-1:0] q);
  always_ff@(posedge clk, negedge rst_b)
    if(~rst_b)
      q <= 0;
    else if(clr)
      q <= 0;
    else if(ld)
      q <= d;
endmodule: register
module clk_div
    #(parameter val = 'd7, bits = 'd3)
    (input logic clk_in, rst_b,
     output logic clk_out);
    logic [bits-1:0] count;
    always_ff@(posedge clk_in, negedge rst_b)
        if(~rst_b) begin
          count <= 0;
          clk_out <= 0;
        end
        else if(count >= val) begin
          count <= 0;
          clk_out <= ~clk_out;
        end
        else
          count <= count + 1;
endmodule: clk_div
module vnm_corr
    (input logic clk, 
     input logic rst_b,
     input logic bit_in,
     output logic done,
     output logic bit_out);
    logic past_bit;
    flip_flop past(.clk, 
             .rst_b,
             .d(bit_in),
             .q(past_bit));
    always_comb begin
        done = 1'b1;
        if(bit_in==past_bit) begin
          bit_out = bit_in;
          done = 1'b0;
        end
        else if(past_bit == 1)
          bit_out = 1'b1;
        else
          bit_out = 1'b0;
    end
endmodule: vnm_corr
$ cat run.sh
#!/bin/bash
# OpenROAD 26Q1-2900-gdf79404cd8, Yosys 0.63+post, stock flow scripts
make -C /OpenROAD-flow-scripts/flow DESIGN_CONFIG=/design/flow/config.mk WORK_HOME=/design/flow/orfs finish
==> results_dict.tcl <==
# collected from the flow reports
set metrics [dict create \
    cp.required_ps 1470 \
    cts.sinks 8 \
    logic_family "multiplexers" \
    tritoncts "yes" \
    layout_setup_ws_ps 143 \
    hold_violations 0 \
    tightest_slew_ps 284 \
    grt_pass1_wl_um 1660 \
    htreeDepth 1 \
    fin_util_pct 19.8 \
    ys_cells 36 \
    cts_buffers 3 \
    power_leakage_nw 0.302 \
    grt_usage_pct 3.37 \
    placed_cells 102 \
    peakVddDrop_mv 0.404 \
    critical_path_class "in -> reg" \
    period_needed_ps 1160 \
    max-slew-margin-rel_pct 81.0 \
    netlist_instances 36 \
    total_power_mw 0.580 \
    area_growth_pct 79.4 \
    fmax_mhz 864 \
    hold_class "reg -> reg" \
    adder_share_pct 0 \
    antennaDiodeCount 0 \
    setup-violations-final 0 \
    drv_cap 0 \
    syn_area_um2 377 \
    drc 0 \
    hold_ws_ps 565 \
    yosys.area_share.aoi_pct 15.3 \
    gp_congestion 0.656 \
    ys_ff 8 \
    drtIter0Drc 23 \
    rows 21 \
    ys_sh_simple_pct 15.0 \
    largest_area_cell "dfxtp_1" \
    largest_register_ffs 8 \
    vias_per_cell 3.15 \
    wl_per_cell_um 10.1 \
    num_vias 340 \
    cp-start-kind "input pin" \
    clock-skew-final_ps 0.594 \
    dp_hpwl_um 906 \
    finalInstanceArea_um2 676 \
    antenna_found_initial 0 \
    worstSetupEndpointType "flop" \
    pre_cts_ws_ps -101 \
    logic_area_um2 184 \
    synth_warnings 1 \
    fin_cells 108 \
    cp_cell_sequence "clkdlybuf4s50_1 > buf_4 > or3b_1 > a21oi_1" \
    regMostFlops "Q" \
    setup_tns_ps 0 \
    coreArea_um2 3420 \
    grt_pass1_vias 341 \
    mux_share_pct 18.6 \
    warnings 25 \
    drt_wl_total_um 1100 \
    top_cells_by_area "dfxtp_1 43%, mux2i_1 19%, a211oi_1 14%, nor2b_1 12%, buf_6 3.0%" \
    grt_overflow 0 \
    ys_types 11 \
    ant_nets 0 \
    reg.largest.list "Q x8" \
    port_buffers 20 \
    powerDensity_nw_per_um2 858 \
    top_cell_area_share_pct 42.5 \
    pin_count 21 \
    clockBufferDepth 2 \
    ys_seq_share_pct 42.5 \
    cp.arrival_ps 1330 \
    worstPathMaxFanout 8 \
    place_area_um2 628 \
    grt_max_degree 9 \
    rsz0062_at_grt "false" \
    fp.dieH_um 80 \
    clkLatencyLatePin_ps 250 \
    firstDrtPassIters 2 \
    ys_area_um2 377 \
    die_w_um 80 \
    slew_violations 0 \
    xor_share_pct 0 \
    run_status "finished, final reports clean" \
    root_buffer "clkbuf_4" \
    fillerInstances 386 \
    finalClockPeriodUsage_pct 89.0 \
    die_area_um2 6400 \
    slowest_stage "clkdlybuf4s50_1" \
    slowest_delay_ps 400 \
    synth.avg_cell_area_um2 10.5 \
    drive_gt1_share_pct 27.4 \
    initial_utilization_pct 11.0 \
    final-seq-area_um2 170 \
    path_clk_slew_ps 50 \
]
layout by cell type, fill, tap and decap left out:
cell type,Yosys,routed
a211oi_1,7,7
a21oi_1,1,1
buf_4,1,6
clkbuf_4,0,3
clkdlybuf4s50_1,0,11
dfxtp_2,0,8
dlygate4sd2_1,0,8
dlymetal6s2s_1,0,1
inv_1,1,1
mux2i_1,7,7
nand2_1,1,1
nor2b_1,7,7
or3b_1,1,1
metal layers:
layer / track usage [%] / share of wire [%] / up-vias / wire length (um)
met5: 0 / 0 / - / 0
met4: 0.176 / 0 / 0 / 0
met3: 3.75 / 19 / 0 / 211
met2: 3.53 / 30 / 20 / 328
met1: 4.51 / 51 / 138 / 555
li1: - / - / 182 / -
where the power goes:
group	total (mW)	switching, mW	internal [mW]
Clock	0.179	0.0738	0.105
Combinational	0.123	0.0397	0.0837
Sequential	0.277	0.0105	0.267
worst max-delay path: cells and delay by family:
kind | cells | cell delay (ps)
simple gates | 1 | 350
buf+inv | 2 | 580
compound gates | 1 | 140
final timing paths:
check | cells after the start | to | slack [ps] | start
worst max-delay path | 4 | Q[7] | 140 | shift
worst min register to register | 2 | Q[5] | 560 | Q[5]
worst min-delay path | 2 | Q[5] | 560 | Q[5]
worst max register to register | 2 | Q[7] | 420 | Q[7]
timing repair:
| item | 4_1_cts | 5_1_grt |
|---|---|---|
| buffers inserted | 3 | 0 |
| pin swaps | 0 | 0 |
| setup endpoints to repair | 9 | 1 |
| hold buffers | 0 | 0 |
| gates resized | 16 | 1 |
layout make-up:
class,count,share of cell area (%)
Timing Repair Buffer,26,35.2
Tap cell,46,8.52
Inverter,1,0.556
Sequential cell,8,25.2
Clock buffer,3,3.33
Multi-Input combinational cell,24,27.2
synth_stat cells:
master / count
inv_1: 1
or3b_1: 1
dfxtp_1: 8
mux2i_1: 7
a211oi_1: 7
buf_4: 1
a21oi_1: 1
nand2_1: 1
buf_6: 1
nor2b_1: 7
clkdlybuf4s18_2: 1
cells by family after synthesis:
family	count (synthesis)
buf+inv	4
compound gates	8
flops	8
simple gates	9
mux	7
Power is estimated from default activity; no workload was simulated.
